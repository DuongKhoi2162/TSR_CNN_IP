<file path="/design/flow/run.sh">
#!/bin/bash
# OpenROAD 26Q1-2900-gdf79404cd8, Yosys 0.63+post, stock flow scripts
make -C /OpenROAD-flow-scripts/flow DESIGN_CONFIG=/design/flow/config.mk WORK_HOME=/design/flow/orfs finish
</file>
<file path="/design/flow/design.v">
`timescale 1ns / 1ps
interface conv_intf #(parameter OUTPUT_DATA_WIDTH = 16, OUT_CHANNEL = 40, IN_CHANNEL = 3)(input clk);
    logic [OUTPUT_DATA_WIDTH*OUT_CHANNEL-1:0] o_data;
    logic                                     o_valid;
    logic                                     fifo_rd_en;
    logic  [8*IN_CHANNEL-1:0]                  i_data;
    logic                                      i_valid;
    logic                                      fifo_almost_full;
    logic  [15:0]                              weight_wr_data;
    logic  [31:0]                              weight_wr_addr;
    logic                                      weight_wr_en;
    logic                                      rst_n;
endinterface
`timescale 1ns / 1ps
module fifo_counter #(
    parameter DEPTH = 2**16
)(
    cnt,
    cnt_en,
    rst_n,
    clk
);
    localparam ADDR_WIDTH = $clog2(DEPTH);
    output [ADDR_WIDTH:0] cnt;
    input cnt_en, rst_n, clk;
    reg [ADDR_WIDTH-1:0] cnt_low;
    reg cnt_msb;
    assign cnt = {cnt_msb, cnt_low};
    wire at_limit = cnt_low == DEPTH - 1;
    always @ (posedge clk or negedge rst_n) begin
        if (~rst_n) begin
            {cnt_msb, cnt_low} <= 0;
        end
        else if (cnt_en) begin
            cnt_msb <= at_limit ^ cnt_msb;
            cnt_low <= at_limit ? 0 : cnt_low + 1;
        end
    end
endmodule
</file>
<file path="/design/flow/config.mk">
export PLATFORM = sky130hd
export DESIGN_NAME = fifo_counter
export DESIGN_NICKNAME = fifo_counter
export VERILOG_FILES = /design/flow/design.v
export SDC_FILE = /design/flow/constraint.sdc
export NUM_CORES = 4
export LEC_CHECK = 1
export CORE_AREA = 10 10 82 82
export DIE_AREA = 0 0 92 92
</file>
<file path="/design/flow/constraint.sdc">
current_design fifo_counter

set clk_period 2.4
set clk_io_pct 0.2

create_clock -name clk0 -period $clk_period [get_ports {clk}]

set non_clock_inputs [all_inputs -no_clocks]
set_input_delay [expr $clk_period * $clk_io_pct] -clock clk0 $non_clock_inputs
set_output_delay [expr $clk_period * $clk_io_pct] -clock clk0 [all_outputs]
</file>
==> Slide: Implementation Results <==
Synthesis and Place & Route Summary

Global routing
  – Grt ovf: 0
  – Initial antenna violation count: 0
  – GRT Total Usage: 4.72%
  – Vias in the first global route: 584
  – First-pass GRT wire length: 3.21 mm
  – Pin count of the biggest net entering global routing: 18

Placed design
  – Post-DP HPWL: 1.49 mm
  – Setup Slack @ Placement: 0.316 ns
  – Port bufs: 19
  – Placer congestion estimate: 0.772

Critical path
  – CP startpoint kind: input pin
  – Critical path arrival: 1.93 ns
  – Worst Path Required: 2.52 ns
  – Crit Path Max Fanout: 8
  – Worst setup EP type: register
  – WS Path Type: input pin to register

Yosys
  – Yosys Chip Area: 852 um^2
  – Post-Synthesis Cells: 80
  – Async SR Flop Fraction: 100%
  – Synth Warn #: 1
  – Post-synthesis area per instance: 10.7 um^2
  – Commonest flop: dfrtp_1
  – Synth top area cells: dfrtp_1 (50%), xnor2_1 (9.3%), xor2_1 (5.1%)
  – Synth top cell by count: dfrtp_1
  – Unique cell type count in the Yosys netlist: 22
  – Area leader share: 49.9%
  – Yosys top cell by area: dfrtp_1
  – Sequential fraction of the synthesis area: 49.9%
  – Synth Register Bits: 17
  – Commonest cells post-synth: dfrtp_1 (17), nor2_1 (10), xnor2_1 (9)
  – Synthesized area: 852 um^2
  – Cell count in the Yosys report: 80
  – Count of library flops with an enable pin: 0

Floorplan
  – Initial core utilization: 16.8%
  – I/O pins: 20
  – Core Footprint: 0.00507 mm^2
  – Die Y: 92 um
  – Core Rows: 26
  – DIE AREA: 0.00846 mm^2
  – Die x size: 92 um

Power and ir drop
  – Leak: 0.471 nW
  – Worst VDD drop: 0.200 mV
  – PwrDens: 668 mW/mm^2
  – Overall Power: 0.776 mW

Timing
  – Final hold violation count: 0
  – Setup TNS: 0 ns
  – Minimum clock period: 1.81 ns
  – Relative slew slack: 75.0%
  – Final worst setup slack: 0.592 ns
  – Setup violators final: 0
  – Final Skew: 0.00240 ns
  – Max Clock Freq: 553 MHz
  – Final worst-path cycle share: 75.3%
  – RSZ-0062 raised after global routing: no
  – Worst-margin pin slew: 0.373 ns
  – Pins Over Slew Limit: 0

Clock tree
  – H-tree Lvls: 1
  – Clock sinks: 17
  – CTS Buf Count: 3
  – Clock tree buffer depth: 2
  – Post-CTS sizing: 0
  – Setup bufs post-CTS: 0
  – Clock slew at reported path FFs: 0.07 ns
  – CTS tree: yes
  – Worst-Skew Late Latency: 0.25 ns
  – Hold_buf cts: 0
  – Clock Tree Root: clkbuf_8

Cells and area
  – Number of fill cells in the layout: 569
  – Share of layout cells above drive strength 1: 10.8%
  – Gate Area: 385 um^2
  – Sequential Area: 425 um^2
  – Area delta synth->final: 36.3%

Job
  – OpenROAD warning count: 25
  – Max cap viols: 0

Drt
  – Via-to-Cell Ratio: 3.58
  – Routed WL: 1.92 mm
  – N_diodes: 0
  – Drt first pass iters: 4
  – DR DRC count: 0
  – Vias: 616
  – Wire per inst: 11.2 um
  – Starting DRC count in detailed routing: 37
  – Routed Antenna Nets: 0

Min path
  – Hold Path Class: register to register

Outcome
  – Status: complete, no violations
power by group:
part	internal, mW	switching [mW]	leakage, nW	total [mW]
clock network	0.115	0.0937	0.0255	0.209
registers	0.330	0.0772	0.222	0.407
logic	0.112	0.0475	0.224	0.160
total	0.557	0.218	0.471	0.776
per-stage QoR:
stage               utilization, %  std cells  instance area, um^2  hold WS [ns]
finish                        22.9        172                 1160         0.505
global route                  22.9        172                 1160         0.534
CTS                           22.9        172                 1160         0.514
detailed placement            22.0        168                 1110         0.505
global placement              22.0        168                 1110         0.500
floorplan                        -         80                  852         0.184
state kept, by name, summed over array words and instances, names as in the netlist:
| register | flops |
|---|---|
| cnt_msb | 1 |
| cnt_low | 16 |
routing by layer:
| metal | wire (um) | global-route usage, % |
|---|---|---|
| met1 | 869 | 6.42 |
| met2 | 768 | 5.94 |
| met3 | 274 | 3.62 |
| met4 | 10 | 0.514 |
| met5 | 0 | 0 |
worst paths after layout:
kind / startpoint / slack (ns) / endpoint / cells after the start
max in group asynchronous: rst_n / 1.65 / cnt_low[10] / 2
worst min-delay path: cnt_msb / 0.51 / cnt_msb / 1
worst max register to register: cnt_low[0] / 0.62 / cnt_msb / 5
worst max-delay path: cnt_en / 0.59 / cnt_msb / 5
min in group asynchronous: rst_n / 0.56 / cnt_low[5] / 2
worst min register to register: cnt_msb / 0.51 / cnt_msb / 1
layout make-up:
class | instances | share of cell area, %
Clock buffer | 3 | 3.56
Clock inverter | 1 | 0.431
Timing Repair Buffer | 21 | 17.7
Inverter | 3 | 0.970
Tap cell | 70 | 7.54
Sequential cell | 17 | 36.6
Multi-Input combinational cell | 57 | 33.2
worst max-delay path, stage by stage:
cell,delay [ns]
clkdlybuf4s50_1,0.47
nand2_1,0.10
or3_4,0.43
nor2b_2,0.34
xor2_2,0.10
layout by cell type (no fill, tap or decap), drive strengths merged:
cell | Yosys | layout
nand3 | 3 | 3
nor2 | 10 | 10
nand2 | 6 | 6
ha | 1 | 1
nor2b | 1 | 1
nand4 | 6 | 6
o22ai | 1 | 1
or3 | 1 | 1
clkinv | 0 | 1
clkbuf | 0 | 3
xor2 | 6 | 6
dfrtp | 17 | 17
nand2b | 2 | 2
clkdlybuf4s50 | 0 | 19
nor3 | 4 | 4
o21ai | 1 | 1
nor4 | 3 | 3
buf | 3 | 2
and3 | 3 | 3
inv | 3 | 3
xnor2 | 9 | 9
logic make-up after synthesis:
logic type | count (synthesis) | synth area share [%]
simple gates | 39 | 26.1
flops | 17 | 49.9
xor+xnor | 15 | 16.3
buf+inv | 6 | 4.85
compound gates | 2 | 1.32
fa+ha+maj | 1 | 1.47
Power and IR drop assume default switching activity.
