==> design.v <==
`timescale 1ns / 1ps
interface conv_intf #(parameter OUTPUT_DATA_WIDTH = 16, OUT_CHANNEL = 40, IN_CHANNEL = 3)(input clk);
    logic [OUTPUT_DATA_WIDTH*OUT_CHANNEL-1:0] o_data;
    logic                                     o_valid;
    logic                                     fifo_rd_en;
    logic  [8*IN_CHANNEL-1:0]                  i_data;
    logic                                      i_valid;
    logic                                      fifo_almost_full;
    logic  [15:0]                              weight_wr_data;
    logic  [31:0]                              weight_wr_addr;
    logic                                      weight_wr_en;
    logic                                      rst_n;
endinterface
`timescale 1ns / 1ps
module sigmoid #(
    parameter DATA_WIDTH = 16,
    parameter FRAC_BITS  = 10
)(
    output signed [DATA_WIDTH-1:0] o_data,
    output                         o_valid,
    input  signed [DATA_WIDTH-1:0] i_data,
    input                          i_valid,
    input                          clk,
    input                          rst_n
);
    localparam INT_BITS = DATA_WIDTH - FRAC_BITS;
    localparam signed [DATA_WIDTH-1:0] FOUR       = {{INT_BITS-3{1'b0}}, 3'b100, {FRAC_BITS{1'b0}}};
    localparam signed [DATA_WIDTH-1:0] MINUS_FOUR = {{INT_BITS-3{1'b1}}, 3'b100, {FRAC_BITS{1'b0}}};
    localparam signed [DATA_WIDTH+1:0] ONE        = {{INT_BITS-1{1'b0}},   1'b1, {FRAC_BITS+2{1'b0}}};
    localparam signed [DATA_WIDTH+1:0] MINUS_ONE  = {{INT_BITS-1{1'b1}},   1'b1, {FRAC_BITS+2{1'b0}}};
    reg signed [DATA_WIDTH-1:0] i_data_reg;
    reg                         i_data_valid;
    always @ (posedge clk) begin
        if (i_valid) begin
            i_data_reg <= i_data;
        end
    end
    always @ (posedge clk or negedge rst_n) begin
        if (~rst_n) begin
            i_data_valid <= 1'b0;
        end
        else begin
            i_data_valid <= i_valid;
        end
    end
    wire signed [DATA_WIDTH+1:0] x1            = {{2{i_data_reg[DATA_WIDTH-1]}}, i_data_reg};  
    wire signed [DATA_WIDTH+1:0] add_minus_one = i_data_reg < 0 ? ONE : MINUS_ONE;
    wire signed [DATA_WIDTH+1:0] x2            = x1 + add_minus_one;
    wire                         past_limit    = i_data_reg < MINUS_FOUR || i_data_reg > FOUR;
    wire signed [DATA_WIDTH+1:0] x3            = past_limit ? 0 : x2;
    reg  signed [DATA_WIDTH+1:0] stage1_reg_data;
    reg                          stage1_reg_sign;
    reg                          stage1_reg_valid;
    always @ (posedge clk) begin
        if (i_data_valid) begin
            stage1_reg_data <= x3;
            stage1_reg_sign <= i_data_reg < 0;
        end
    end
    always @ (posedge clk or negedge rst_n) begin
        if (~rst_n) begin
            stage1_reg_valid <= 1'b0;
        end
        else begin
            stage1_reg_valid <= i_data_valid;
        end
    end
    reg signed [(DATA_WIDTH+2)*2-1:0] stage2_reg_data;
    reg                               stage2_reg_sign;
    reg                               stage2_reg_valid;
    always @ (posedge clk) begin
        if (stage1_reg_valid) begin
            stage2_reg_data <= stage1_reg_data * stage1_reg_data;
            stage2_reg_sign <= stage1_reg_sign;
        end
    end
    always @ (posedge clk or negedge rst_n) begin
        if (~rst_n) begin
            stage2_reg_valid <= 1'b0;
        end
        else begin
            stage2_reg_valid <= stage1_reg_valid;
        end
    end
    localparam signed [(DATA_WIDTH+2)*2:0] ONE_EXT = {{INT_BITS*2-1{1'b0}}, 1'b1, {(FRAC_BITS+2)*2+1{1'b0}}};
    wire signed [(DATA_WIDTH+2)*2:0] x4 = {stage2_reg_data[(DATA_WIDTH+2)*2-1], stage2_reg_data};   
    wire signed [(DATA_WIDTH+2)*2:0] x5 = ONE_EXT - x4;
    wire signed [(DATA_WIDTH+2)*2:0] x6 = stage2_reg_sign ? x4 : x5;
    assign o_data  = x6[(FRAC_BITS+2)*2+INT_BITS:FRAC_BITS+5];
    assign o_valid = stage2_reg_valid;
endmodule
==> run.sh <==
#!/bin/bash
# OpenROAD 26Q1-2900-gdf79404cd8, Yosys 0.63+post, stock flow scripts
make -C /OpenROAD-flow-scripts/flow DESIGN_CONFIG=/design/flow/config.mk WORK_HOME=/design/flow/orfs finish
==> config.mk <==
export PLATFORM = sky130hd
export DESIGN_NAME = sigmoid
export DESIGN_NICKNAME = sigmoid
export VERILOG_FILES = /design/flow/design.v
export SDC_FILE = /design/flow/constraint.sdc
export NUM_CORES = 4
export LEC_CHECK = 1
export CORE_UTILIZATION = 50
==> constraint.sdc <==
current_design sigmoid

set clk_period 8.8
set clk_io_pct 0.2

create_clock -name clk0 -period $clk_period [get_ports {clk}]

set non_clock_inputs [all_inputs -no_clocks]
set_input_delay [expr $clk_period * $clk_io_pct] -clock clk0 $non_clock_inputs
set_output_delay [expr $clk_period * $clk_io_pct] -clock clk0 [all_outputs]
==> results.toml <==
# generated from flow reports
[cts]
numClockSinks = 68
ctsHtreeMaxLevel = 3
cts_resized = 0
clk_pin_slew_ns = 0.06
clk_path_buf_depth = 2
cts_buffers = 9
root_buffer = "clkbuf_16"
cts_tree = "done"
post_cts_buffers = 0
cts_hold_buf = 0
insertion_delay_ns = 0.34

[synth]
ys_sh_adder_pct = 51.7
ys_cells = 1253
ff_type = "edfxtp_1"
xor_area_share_pct = 3.94
ys_sh_mux_pct = 0.251
ys_async_sr_fraction_pct = 4.41
ys.flops = 68
ys_types = 63
synth_seq_share_pct = 16.3
yosysWarnings = 1
enable_flop_cells = 65
synth.avg_cell_area_um2 = 9.93
post_synth_inst_count = 1253
synth-simple-area-share_pct = 10.4
synthTopLogicFamily = "adder cells"
compound_area_share_pct = 4.55
yosys_area_um2 = 12400
syn_area_um2 = 12400

[sta]
period_used_pct = 75.5
skew_ns = 0.00731
fmax_mhz = 150
tns_ns = 0
rsz0062_at_grt = "no"
finalSetupViolations = 0
tightest_slew_ns = 0.818
fin_ws_ns = 2.16
slew_headroom_pct = 45.5
fin_crit_ns = 6.64
finalMaxSlewViolations = 0
hold_violations = 0

[floorplan]
dieArea_um2 = 25500
die_w_um = 160
num_rows = 57
num_io_pins = 36
fp_util_pct = 51.0
fp.dieH_um = 160
core_um2 = 24400

[place]
place_hpwl_mm = 19.8
preCtsSetupSlack_ns = 2.18
gp_congestion = 0.913
io_buffers = 35

[global_route]
grtUsageTotal_pct = 22.1
antenna_found_initial = 0
overflow = 0
grt_pass1_vias = 8401
grt_max_degree = 32
grt_pass1_wl_mm = 40.7

[routing]
vias = 7681
drt_pass1_iterations = 4
finalWirelength_mm = 23.4
drt_iter0_markers = 272
antenna_left = 0
drc_errors = 0
viasPerCell = 4.77
wl_per_cell_um = 14.5
antenna_cells = 0

[flow_run]
warnings = 32
cap_violations = 0

[critical_path]
path_class = "flop to flop"
cp-end-kind = "flop"
r2r_end = "stage2_reg_data[30]$_DFFE_PP_"
rrSetupSlack_ns = 2.16
cp_data_required_time_ns = 8.87
worstPathArrival_ns = 6.71
start_kind = "flop"
worst_r2r_path_depth = 20
r2r-start = "stage1_reg_data[15]$_SDFFCE_PP0P_"
crit_path_max_fanout = 21

[cells_and_area]
area_delta_synth_final_pct = 8.33
mostFrequentLayoutCell = "inv_1"
drive_gt1_share_pct = 3.57
lay_top_cells = "inv_1, fa_1, nand2_1"
largest_reg_flops = 30

[min_path]
hold_depth = 0
min_path_type = "flop to flop"
holdCritStartpoint = "stage1_reg_valid$_DFF_PN0_"
whs_endpoint = "stage2_reg_valid$_DFF_PN0_"

[run_status]
status = "finished, final reports clean"
-- per-layer routing --
metal,wire length (µm),track usage [%],vias up
met1,10600,36.1,3696
met5,0,0,-
met4,130,0.952,0
met2,10100,31.2,213
li1,-,-,3765
met3,2530,10.4,7
-- critical path, stage by stage (launching register included) --
cell      delay [ns]
edfxtp_1        0.84
nand2_1         0.25
inv_1           0.21
fa_1            0.55
fa_1            0.54
ha_1            0.42
inv_1           0.18
fa_1            0.50
inv_1           0.05
fa_1            0.53
inv_1           0.05
fa_1            0.47
inv_1           0.04
ha_1            0.36
a21o_1          0.24
a31oi_2         0.24
o21a_1          0.17
a32oi_1         0.13
a311oi_2        0.36
a21oi_2         0.10
xnor2_1         0.13
-- cell usage after synthesis (all sizes together), types with 2 or more instances --
master | n | area share (%)
a211o | 2 | 0.14
a211oi | 2 | 0.16
a21boi | 2 | 0.12
a21o | 4 | 0.24
a21oi | 29 | 1.3
a311oi | 2 | 0.19
a31oi | 6 | 0.35
and2 | 56 | 2.8
and3 | 3 | 0.16
and4 | 2 | 0.16
buf | 2 | 0.10
clkbuf | 24 | 0.72
dfrtp | 3 | 0.60
edfxtp | 65 | 16
fa | 259 | 42
ha | 100 | 10
inv | 400 | 12
mux2i | 2 | 0.16
nand2 | 109 | 3.3
nand2b | 7 | 0.35
nand3 | 9 | 0.36
nand4 | 3 | 0.20
nor2 | 42 | 1.3
nor2b | 3 | 0.15
nor3 | 10 | 0.40
nor4 | 8 | 0.67
o211ai | 4 | 0.28
o21a | 4 | 0.24
o21ai | 11 | 0.44
o21bai | 3 | 0.21
o31ai | 3 | 0.22
or3 | 3 | 0.15
xnor2 | 36 | 2.5
xor2 | 20 | 1.4
-- per-stage QoR --
| stage | area, µm² | util [%] | hold slack [ns] | std cells |
|---|---|---|---|---|
| floorplan | 12400 | - | 0.400 | 1253 |
| global placement | 13200 | 54.0 | 0.371 | 1595 |
| detailed placement | 13200 | 54.0 | 0.391 | 1595 |
| CTS | 13500 | 55.3 | 0.401 | 1611 |
| global route | 13500 | 55.3 | 0.421 | 1611 |
| finish | 13500 | 55.3 | 0.395 | 1611 |
-- worst max path at each step --
stage,start,end,cells after the start
6_report,stage1_reg_data[15]$_SDFFCE_PP0P_,stage2_reg_data[30]$_DFFE_PP_,20
4_1_cts,stage1_reg_data[15]$_SDFFCE_PP0P_,stage2_reg_data[30]$_DFFE_PP_,20
5_1_grt,stage1_reg_data[15]$_SDFFCE_PP0P_,stage2_reg_data[30]$_DFFE_PP_,20
-- logic make-up after synthesis --
| logic type | Yosys count |
|---|---|
| AND/OR/NAND/NOR | 260 |
| flip-flops | 68 |
| multiplexers | 3 |
| buffers and inverters | 427 |
| adder cells (fa/ha/maj) | 359 |
| AND-OR/OR-AND | 80 |
| XOR/XNOR | 56 |
-- final cells by class --
cell class | count | area [µm²]
Fill cell | 2174 | 10900
Tap cell | 324 | 405
Inverter | 401 | 1510
Multi-Input combinational cell | 758 | 8810
Clock buffer | 9 | 225
Clock inverter | 7 | 91.3
Timing Repair Buffer | 44 | 418
Sequential cell | 68 | 2030
